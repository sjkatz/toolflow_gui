==> /design/flow/run.sh <==
#!/bin/bash
# OpenROAD 26Q1-2900-gdf79404cd8, Yosys 0.63+post, stock flow scripts
make -C /OpenROAD-flow-scripts/flow DESIGN_CONFIG=/design/flow/config.mk WORK_HOME=/design/flow/orfs finish
==> /design/flow/config.mk <==
export PLATFORM = sky130hd
export DESIGN_NAME = counter
export DESIGN_NICKNAME = counter
export VERILOG_FILES = /design/flow/design.v
export SDC_FILE = /design/flow/constraint.sdc
export NUM_CORES = 4
export LEC_CHECK = 1
export CORE_AREA = 10 10 70 70
export DIE_AREA = 0 0 80 80
==> /design/flow/constraint.sdc <==
current_design counter

set clk_period 1.4
set clk_io_pct 0.2

create_clock -name clk0 -period $clk_period [get_ports {clk}]

set non_clock_inputs [all_inputs -no_clocks]
set_input_delay [expr $clk_period * $clk_io_pct] -clock clk0 $non_clock_inputs
set_output_delay [expr $clk_period * $clk_io_pct] -clock clk0 [all_outputs]
==> /design/flow/design.v <==
module counter #(
      parameter BLOCK_NAME = "counter",  
      parameter X  = 0,                  
      parameter Y  = 0,                  
      parameter DX = 0,                  
      parameter DY = 0,                  
      parameter ARCHITECTURE = "BEHAVIORAL",      
      parameter DATA_WIDTH   = 8,                 
      parameter COUNT_FROM   = 0,                 
      parameter COUNT_TO     = 2^(DATA_WIDTH-1),  
      parameter STEP         = 1                  
   ) (
      input clk,
      input en,
      input rst,
      output reg [DATA_WIDTH-1:0] o
   );
   generate
      case (ARCHITECTURE)
         "BEHAVIORAL" : 
         begin
            always @(posedge clk)
            begin
               if (rst == 0 && o <= COUNT_TO)
               begin
     	            if (en == 1)
                  begin
     	               o <= o + STEP;
     	            end
     	         end
               else
               begin
     	            o <= COUNT_FROM;
               end  
            end
         end  
         "VIRTEX5" :
         begin
         end
         "VIRTEX6" :
         begin
         end
         default :
         begin
         end
      endcase 
   endgenerate
endmodule
==> metrics.yaml <==
clk_pin_slew_ns: 0.06
top_regs: "o x8"
num_vias: 252
worstPathArrival_ns: 1.07
yosys-stat-area_um2: 315
overflow: 0
antenna_found_initial: 0
crit_path_top_delay_cell: "clkdlybuf4s50_1"
grt_use_total_pct: 2.63
required_ns: 1.12
largest_area_cell: "dfxtp_1"
ctsLongestPathBuffers: 2
powerDensity_nw_per_um2: 778
boundaryPins: 11
top_area_share_pct: 50.8
ys_types: 12
postCtsHoldBufs: 0
clock_latency_ns: 0.25
top_cell: "dfxtp_1"
wl_per_cell_um: 7.73
placedCellCount: 87
xor_share_pct: 8.33
port_buffers: 10
ys_cells: 28
period_minus_slack_ns: 1.35
place_hpwl_um: 555
drtPass1Iterations: 2
syn_avg_cell_area_um2: 11.3
synthCells: 28
finalWirelength_um: 727
edf_count: 0
slew_viol_final: 0
logic_family: "simple AND/OR/NAND/NOR gates"
area_leaders: "dfxtp_1, ha_1, nor4_4"
synthTopCellsByCount: "dfxtp_1, nor2_1, ha_1, inv_1, xnor2_1"
simple_gate_share_pct: 15.9
largest_reg_flops: 8
dieWidth_um: 80
chip_area_um2: 6400
flop_cell: "dfxtp_1"
drc_errors: 0
hp-class: "register to register"
tritoncts: "done"
syn_area_um2: 315
cpPeakStageDelay_ns: 0.47
fp-utilization_pct: 9.23
fmax_ghz: 0.741
num_rows: 21
area_growth_pct: 77.0
yosys.stat.seqShare_pct: 50.8
outcome: "finished clean"
mux_area_share_pct: 3.17
period_used_pct: 96.4
p_leak_nw: 0.238
finalHoldViolCount: 0
setup_violations: 0
coreArea_um2: 3420
path_max_fanout: 3
peakVddDrop_uv: 305
root_buffer: "clkbuf_4"
warning_count: 27
critPathCaptureType: "primary output"
die_y_um: 80
crit_path_start_kind: "register"
ys_sh_adder_pct: 11.9
synth_flops: 8
fin_tns_setup_ns: 0
avgViaCountPerCell: 2.68
grt_first_pass_wirelength_um: 1280
crit_type: "register to primary output"
rsz0062_at_grt: "false"
synthArstFlopShare_pct: 0
path_buffers: 1
h-tree-depth: 1
yosys_warnings: 1
stdcell_count: 94
gp_routability_congestion: 0.692
grt_max_degree: 7
cp_cell_sequence: "clkdlybuf4s50_1"
cts.sinks: 8
n_antenna_cell: 0
ant_nets: 0
drv_cap: 0
first_iter_violations: 2
largest_register: "o"
skew_ns: 0.00942
drive_above_1_share_pct: 33.3
ys_sh_aoi_pct: 5.16
grt_pass1_vias: 272
numCtsBuffers: 3
critPathTopFamily: "buffers and inverters"
utilization_pct: 16.3
-- timing repair --
| item | CTS | global route |
|---|---|---|
| endpoints found under the hold margin | 0 | 0 |
| endpoints found under the setup margin | 3 | 7 |
| setup buffers | 0 | 4 |
| resized | 5 | 7 |
-- tightest hold or removal path: stages, from the launching register on --
cell and delay [ns]:
dfxtp_4 0.36, mux2i_1 0.07, nor2_1 0.08
-- cells by family after synthesis --
| group | count (synthesis) |
|---|---|
| fa+ha+maj | 3 |
| mux | 1 |
| other cells | 1 |
| compound gates | 1 |
| simple gates | 8 |
| xor+xnor | 3 |
| flops | 8 |
| buf+inv | 3 |
-- power by group --
| group | switching (mW) | internal [mW] | leakage [nW] |
|---|---|---|---|
| Sequential | 0.00539 | 0.230 | 0.0689 |
| Clock | 0.0729 | 0.0977 | 0.0138 |
| Combinational | 0.00817 | 0.0199 | 0.155 |
| Total | 0.0865 | 0.348 | 0.238 |
-- path summary, 6_finish.rpt --
path	from	to	slack, ns	cells past startpoint
worst max-delay path	o[3]	o[3]	0.05	1
worst min-delay path	o[1]	o[1]	0.55	2
worst max register to register	o[1]	o[2]	0.16	4
worst min register to register	o[1]	o[1]	0.55	2
-- placed cells by master, fill, tap and decap left out, drive strengths merged --
cell type and n:
buf 4, nand2 1, dlymetal6s2s 2, conb 4, clkbuf 3, dfxtp 8
o311ai 1, xnor2 2, ha 3, nand4 1, inv 3, nor4 1
nor2 5, clkdlybuf4s50 8, mux2i 1, xor2 1
-- per-layer routing --
layer / track usage, % / wire length, µm / up-vias
met4: 0.352 / 4 / 0
met2: 2.97 / 186 / 13
met5: 0 / 0 / -
li1: - / - / 126
met3: 3.18 / 159 / 2
met1: 3.10 / 376 / 111
-- per-stage QoR --
stage	cell area [µm²]	setup WS (ns)	hold slack [ns]	total power, mW
after detailed placement	484	0.0715	0.591	0.272
after CTS	515	0.000310	0.547	0.440
after global placement	484	0.115	0.547	0.271
after global routing	558	0.00556	0.597	0.459
final	558	0.0507	0.546	0.434
after floorplan	327	0.285	0.428	0.251
-- area by class of cell --
cell class              count  area, µm²
flip-flops and latches      8        176
inverters                   3       11.3
repair buffers             14        135
fillers                   390       2860
clock buffers               3       22.5
multi-input cells          20        155
well taps                  46       57.6
Power and IR drop assume default switching activity.
